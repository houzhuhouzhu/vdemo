[flow/run.sh]
#!/bin/bash
# OpenROAD 26Q1-2900-gdf79404cd8, Yosys 0.63+post, stock flow scripts
make -C /OpenROAD-flow-scripts/flow DESIGN_CONFIG=/design/flow/config.mk WORK_HOME=/design/flow/orfs finish
[flow/config.mk]
export PLATFORM = sky130hd
export DESIGN_NAME = AD7606_ctrl
export DESIGN_NICKNAME = AD7606_ctrl
export VERILOG_FILES = /design/flow/design.v
export SDC_FILE = /design/flow/constraint.sdc
export NUM_CORES = 4
export LEC_CHECK = 1
export CORE_UTILIZATION = 30
[flow/constraint.sdc]
current_design AD7606_ctrl

set clk_period 5.1
set clk_io_pct 0.2

create_clock -name clk0 -period $clk_period [get_ports {clk}]

set non_clock_inputs [all_inputs -no_clocks]
set_input_delay [expr $clk_period * $clk_io_pct] -clock clk0 $non_clock_inputs
set_output_delay [expr $clk_period * $clk_io_pct] -clock clk0 [all_outputs]
[flow/design.v]
module AD7606_ctrl 
#(
parameter	RANGE_10V 		   	=	1,
parameter	WAIT_CNT					=	1,
parameter	T2							=	2
)
(
	input						clk		,
	input						rst_n		,
	input						en			,
	input						start		,
	input						busy		,
	input						fdata		,
	input	[15:0]			cvtData	,
	output	reg			cs			,
	output	reg			rd			,
	output					cvtA		,
	output					cvtB		,
	output					range		,
	output	reg			phy_rst	,
	output	reg	[ 2:0]os			,
	output	reg	[15:0]ch1		,
	output	reg	[15:0]ch2		,
	output	reg	[15:0]ch3		,
	output	reg	[15:0]ch4		,
	output	reg	[15:0]ch5		,
	output	reg	[15:0]ch6		,
	output	reg	[15:0]ch7		,
	output	reg	[15:0]ch8		,
	output	reg			update	,
	output					phy_busy	,
	output						vio		
);
localparam	IDLE	=	4'd0	,
			CVT		=	4'd1	,
			BUSY		=	4'd2	,
			RD_ST		=	4'd3	,
			GET_DATA	=	4'd4	,
			WAIT_TIME= 	4'd6 ;
reg				cvtA_r		;
reg	[3:0]		state 		 ;
reg	[3:0]		nxt_state	;
reg	[3:0]		cnt			;
wire	[3:0]		ch_num		;
reg				flag			;
assign	cvtA = cvtA_r;
assign	cvtB = cvtA_r;
assign	ch_num= 4'd8;
assign 	range = (RANGE_10V == 1) ? 1'b1 : 1'b0;
assign	vio = 1'b1			;
assign	phy_busy = busy	;
always @ (posedge clk)
begin
	if (state == CVT && cnt <= T2 - 4'd1)
	begin
		cvtA_r	<=	1'b0;
	end
	else
	begin
		cvtA_r	<=	1'b1;
	end
end
always @ (posedge clk or negedge rst_n)
begin
	if (!rst_n)
		state	<=	IDLE;
	else 
		state	<=	nxt_state;
end
always @ (state, busy, start, en, flag, update)
begin
	nxt_state	<=	state;
	case (state)
	IDLE:
	begin
		if (!busy && start && en)
			nxt_state <= CVT;
	end
	CVT:
	begin
		if (busy)
			nxt_state <= BUSY;
	end
	BUSY:
	begin
		if (!busy)
			nxt_state <= RD_ST;
	end
	RD_ST:
	begin
		if (flag)
			nxt_state <= GET_DATA;
	end
	GET_DATA:
	begin
		if (update)
			nxt_state <= IDLE;
	end
	default: nxt_state <= IDLE;
	endcase
end
always @ (posedge clk or negedge rst_n)
begin
	if (!rst_n)
	begin
		cs		<=	1'b1;
		rd		<=	1'b1;
		update	<=	'd0;
		ch1 	<=	'd0;
		ch2 	<=	'd0;
		ch3 	<=	'd0;
		ch4 	<=	'd0;
		ch5 	<=	'd0;
		ch6 	<=	'd0;
		ch7 	<=	'd0;
		ch8 	<=	'd0;
		phy_rst	<=	1'b1;
		os		<=	'd0;
		cnt		<=	'd0;
		flag	<=	'd0;
	end
	else
	begin
		case (state)
		IDLE:
		begin
			cs	<=	1'b1;
			rd	<=	1'b1;
			update	<=	'd0;
			phy_rst	<=	'd0;
			os			<=	'd0;
			cnt		<=  'd0;
		end
		CVT:
		begin
			if (cnt <= T2 - 4'd1)
				cnt	<=	cnt + 4'd1;
		end
		RD_ST:
		begin
			cs 	<=	1'b0;
			cnt	<=	'd0;
			if (!flag)
			begin
				rd	<=	1'b1;
				flag<=1'b1;
			end
			else
			begin
				rd <=	1'b0;
				flag<=1'b0;
			end
		end
		GET_DATA:
		begin
			if (!flag)
			begin
				flag	<=	1'b1;
			end
			else
			begin
				flag	<=	1'b0;
				cnt	<=	cnt + 4'd1;
				case (cnt)
				4'd0:	ch1 <= cvtData;
				4'd1:	ch2 <= cvtData;
				4'd2:	ch3 <= cvtData;
				4'd3:	ch4 <= cvtData;
				4'd4:	ch5 <= cvtData;
				4'd5:	ch6 <= cvtData;
				4'd6:	ch7 <= cvtData;
				4'd7:	ch8 <= cvtData;
				default: ;
				endcase
			end
			if (flag && cnt < ch_num - 1)
				rd	<=	1'b0;
			else
				rd	<=	1'b1;
			if (cnt >= ch_num - 1)
				update <= 1'b1;
			else
				update <= 1'b0;
		end
		default: ;
		endcase
	end
end
endmodule
==> results_tabular.tex <==
% Auto-generated results table
\begin{tabular}{lr}
\hline
Metric & Value \\
\hline
\multicolumn{2}{l}{\textbf{Route}} \\
\quad DR pass1 iterations & 4 \\
\quad Number of antenna cells inserted & 0 \\
\quad Count of nets left with antenna violations after detail routing & 0 \\
\quad Violation tally from detailed-route iteration zero & 61 \\
\quad Overall via count from detail\_route & $\sim$3,400 \\
\quad Routed wire per std cell & roughly 17 microns \\
\quad Drc violations & 0 \\
\quad Per-cell via count in the routed design & approximately 4.3 \\
\quad Final Routed Wirelength & 13,500 microns \\
\multicolumn{2}{l}{\textbf{CTS}} \\
\quad TritonCTS sink count & between 100 and 150 \\
\quad H-tree depth & 4 \\
\quad Clock Root Buffer & clkbuf\_16 \\
\quad Number of buffers inserted by post-CTS setup repair & 0 \\
\quad Clk latency late pin & around 0.41 ns \\
\quad Clock tree from TritonCTS & built \\
\quad Clock Path Buffers & 2 \\
\quad Hold Buf Count CTS & 0 \\
\quad Clock-pin transition on the worst setup and hold timing paths & 0.05 ns \\
\quad Resize count post-CTS & 0 \\
\quad Num CTS Buffers & 17 \\
\multicolumn{2}{l}{\textbf{Final timing}} \\
\quad RSZ-0062 raised after global routing & false \\
\quad Final critical delay including setup and external delays & between 3 and 4 ns \\
\quad Max Slew Vio Count & 0 \\
\quad Maximum clock skew at final layout & 0.00907 ns \\
\quad Final-layout setup total negative slack & 0 ns \\
\quad Final critical-path setup slack & a little over 2 ns \\
\quad Final clock period utilization by the worst path & between 50\% and 60\% \\
\quad Fmax achieved & 327 MHz \\
\quad Final Hold Vio Count & 0 \\
\quad Worst slew slack as a fraction of its limit & 52.4\% \\
\quad Setup Viol. Count Final & 0 \\
\quad Slew at the pin with the worst max-slew slack & $\sim$0.71 ns \\
\multicolumn{2}{l}{\textbf{Yosys}} \\
\quad Number of cells in the yosys synthesis report & around 360 \\
\quad Synth async-reset ratio & between 90\% and 100\% \\
\quad Cell type contributing the most total cell area after synthesis & dfrtp\_1 \\
\quad Share of the synthesized area in the top cell type & 58.4\% \\
\quad Synth Instances & 358 \\
\quad Yosys synthesis chip area & about 0.006 sq mm \\
\quad Biggest area cells & dfrtp\_1, mux2\_4, mux2\_2 \\
\quad Number of synthesized register bits & 143 \\
\quad Distinct cell type count after synthesis & around 40 \\
\quad Cell area after technology mapping & roughly 0.006 sq mm \\
\quad Sequential-to-total area share from yosys stat & roughly three fifths \\
\quad Average size of a mapped cell & 16.5 sq um \\
\quad Number of enable flip-flop cells & 0 \\
\quad Most used DFF post-synth & dfrtp\_1 \\
\quad Yosys warning total & 1 \\
\multicolumn{2}{l}{\textbf{Setup path}} \\
\quad Largest delay contributor family on the critical path & buffers and inverters \\
\quad Critical path peak fanout & 5 \\
\quad Setup crit end kind & output port \\
\quad Crit path arrival time & around 2 ns \\
\quad R2R Path Start & state[1] \\
\quad Critical path class & primary input to output port \\
\quad Largest stage delay, worst path & 0.53 ns \\
\quad Most frequent cell on the critical path & clkdlybuf4s50\_1 \\
\quad Critical path's slowest cell & clkdlybuf4s50\_1 \\
\quad Launching element of the worst setup path & busy \\
\quad Critical Path Start Type & primary input \\
\quad Required time at the worst-slack endpoint & a little over 4 ns \\
\quad CP cell instances & clkdlybuf4s50\_1 -> clkdlybuf4s50\_1 \\
\quad Buffers plus inverters on the worst setup path & 2 \\
\multicolumn{2}{l}{\textbf{Floorplanning}} \\
\quad Core region area & approximately 0.019 sq mm \\
\quad Die Wd & approximately 140 microns \\
\quad Number of core rows & 50 \\
\quad Die Footprint & a little over 0.02 sq mm \\
\quad Initial Utilization & a little under a third \\
\quad Die Y & 142 microns \\
\quad Number of I/O pins & approximately 160 \\
\multicolumn{2}{l}{\textbf{Layout}} \\
\quad Growth of design area from synthesis to finish & 38.6\% \\
\quad Sequential cell area & about 0.0036 sq mm \\
\quad Number of standard cells in the layout, taps in and fillers out & a little under 800 \\
\quad Ratio of cells with drive above 1 in the final layout & between 30 and 40\% \\
\quad \# fillers & around 1,700 \\
\quad Area of the multi-input gates & roughly 0.0021 sq mm \\
\quad Fraction of the core area covered by cells at the end of the flow & a little over two fifths \\
\multicolumn{2}{l}{\textbf{GRT}} \\
\quad Total global routing track utilization & around 14\% \\
\quad Number of global-route vias before repair & 3,529 \\
\quad Largest net degree at the start of global routing & approximately 57 \\
\quad Total global routing overflow & 0 \\
\quad Initial antenna violation count & 0 \\
\quad First-pass GRT wire length & between 20,000 and 25,000 microns \\
\multicolumn{2}{l}{\textbf{Run status}} \\
\quad Outcome & finished clean \\
\multicolumn{2}{l}{\textbf{Run}} \\
\quad Maximum capacitance violations & 0 \\
\quad Count of tool warnings & 29 \\
\multicolumn{2}{l}{\textbf{Place}} \\
\quad Worst slack, placed & approximately 2.0 ns \\
\quad DP Cell Count & about 760 \\
\quad Global placer's final weighted congestion & 0.814 \\
\quad Detailed placement HPWL & $\sim$9200 microns \\
\quad Count of buffers from port buffering & 155 \\
\multicolumn{2}{l}{\textbf{Power and ir drop}} \\
\quad Total leakage power & between 3 and 4 nW \\
\quad Tot Pwr & 5.19 mW \\
\quad Largest voltage drop on the vdd net & roughly 0.24 mV \\
\quad Cell area power density & 633 mW/mm\^{}2 \\
\multicolumn{2}{l}{\textbf{Worst hold path}} \\
\quad Path category of the worst min-delay check & flip-flop to flip-flop \\
\quad Min-Delay Startpoint & phy\_rst \\
\hline
\end{tabular}
[state kept, by name, indices dropped and copies added (netlist names), 4 cells and up]
| signal | flops |
|---|---|
| state | 5 |
| ch5 | 16 |
| ch2 | 16 |
| ch6 | 16 |
| ch1 | 16 |
| ch8 | 16 |
| ch4 | 16 |
| ch3 | 16 |
| ch7 | 16 |
| cnt | 4 |
[final cells by class]
| type | count | share of cell area (%) |
|---|---|---|
| Inverter | 5 | 0.229 |
| Timing Repair Buffer | 158 | 19.2 |
| Clock inverter | 10 | 1.39 |
| Tap cell | 260 | 3.97 |
| Clock buffer | 22 | 5.67 |
| Multi-Input combinational cell | 191 | 25.8 |
| Sequential cell | 143 | 43.7 |
[synthesized netlist by cell type (2+ instances only)]
| cell type | number |
|---|---|
| clkbuf_1 | 2 |
| o21ai_0 | 4 |
| buf_2 | 3 |
| mux2_2 | 68 |
| dfstp_2 | 4 |
| dfrtp_1 | 138 |
| nor2_1 | 8 |
| ha_1 | 4 |
| nand2_8 | 3 |
| inv_1 | 5 |
| conb_1 | 2 |
| mux2_4 | 60 |
| o22ai_1 | 2 |
| buf_4 | 9 |
| a31oi_1 | 2 |
| buf_6 | 5 |
| nand2_4 | 3 |
| nand3_1 | 3 |
| a21oi_1 | 2 |
| a32o_1 | 2 |
| nand2_1 | 7 |
| buf_12 | 3 |
| nor2b_1 | 2 |
[cell families after synthesis]
| group | count (synthesis) | share of synthesized area, % |
|---|---|---|
| AOI/OAI and AO/OA | 14 | 1.55 |
| xor gates and xnor gates | 1 | 0.148 |
| adders and majority gates | 4 | 0.847 |
| buffers and inverters | 27 | 3.81 |
| DFF | 143 | 60.6 |
| muxes | 129 | 28.4 |
| other | 2 | 0.127 |
| and+or+nand+nor | 38 | 4.59 |
[final timing paths]
kind | depth (start not counted) | endpoint | slack, ns
setup / recovery | 2 | phy_busy | 2.04
setup reg to reg | 5 | ch3[9] | 3.11
max in group asynchronous | 2 | ch7[14] | 3.44
min in group asynchronous | 1 | ch6[7] | 0.54
hold / removal | 1 | phy_rst | 0.49
hold reg to reg | 1 | phy_rst | 0.49
[layer usage]
metal  global-route usage [%]  routed length (microns)  vias up
met4                     1.70                      182        0
met2                     21.4                     6130       98
met3                     3.50                      749       13
met1                     22.0                     6410     1700
li1                         -                        -     1581
met5                        0                        0        -
[layout by cell type (no fill, tap or decap), types with 4 or more instances in the layout]
master,Yosys,routed
clkdlybuf4s50_1,0,154
dfrtp_1,138,138
mux2_2,68,68
mux2_4,60,60
clkbuf_16,0,17
nor2_1,8,8
nand2_1,7,7
inv_1,5,5
conb_1,2,5
o21ai_0,4,4
ha_1,4,4
clkinv_2,0,4
dfstp_2,4,4
[per-stage QoR]
step	hold slack [ns]	instance area (sq um)
floorplan	0.446	5920
global placement	0.476	7610
detailed placement	0.484	7610
CTS	0.493	8190
global route	0.515	8190
finish	0.488	8190
[report_power, final]
group	total, mW	internal, mW	switching [mW]
logic	1.93	1.50	0.429
registers	2.06	1.71	0.352
clock network	1.20	0.744	0.457
Power is estimated from default activity; no workload was simulated.
