File: ./config.mk
export PLATFORM = sky130hd
export DESIGN_NAME = test1
export DESIGN_NICKNAME = test1
export VERILOG_FILES = /design/flow/design.v
export SDC_FILE = /design/flow/constraint.sdc
export NUM_CORES = 4
export LEC_CHECK = 1
export CORE_UTILIZATION = 30
File: ./constraint.sdc
current_design test1

set clk_period 5.6
set clk_io_pct 0.2

create_clock -name clk0 -period $clk_period [get_ports {SCK}]

set non_clock_inputs [all_inputs -no_clocks]
set_input_delay [expr $clk_period * $clk_io_pct] -clock clk0 $non_clock_inputs
set_output_delay [expr $clk_period * $clk_io_pct] -clock clk0 [all_outputs]
File: ./design.v
module test1
(
   input SCK,
	input RST,
	output reg [3:0] PIN
);
reg [24:0] COUNT;
always@(posedge SCK or negedge RST)
	begin
		if(RST ==1'b0)
			COUNT <=25'd0;
		else if ( COUNT == 25'd24_999_999)
				COUNT <=25'd0;
		else 
			COUNT <= COUNT +32'd1;
	end
 always@(posedge SCK or negedge RST)
   begin
		if(RST ==1'b0)
			PIN <=4'b0000;
	   else if(COUNT == 25'd6_999_999)
		   PIN <=4'b0001;
		else if(COUNT == 25'd12_999_999)
		   PIN <=4'b0010;
		else if(COUNT == 25'd18_999_999)
		   PIN <=4'b0100;
		else if(COUNT == 25'd24_999_999)
		   PIN <=4'b1000;
   end 
endmodule 
File: ./run.sh
#!/bin/bash
# OpenROAD 26Q1-2900-gdf79404cd8, Yosys 0.63+post, stock flow scripts
make -C /OpenROAD-flow-scripts/flow DESIGN_CONFIG=/design/flow/config.mk WORK_HOME=/design/flow/orfs finish
==> metrics.yaml <==
skew_ps: 1.43
syn_area_mm2: 0.00152
warnings: 25
grt_use_met2: 0.198
clkTransAtPathRegs_ps: 60
grt_pass1_wl_mm: 5.62
crit_type: "reg2out"
clock-sinks: 29
lay_top_cells: "29 x dfrtp_1, 16 x nor2_1, 15 x nand3_1, 10 x xnor2_1, 9 x nand4_1"
endpoint_kind: "output pin"
busiest_layer: "met1"
cp_top_family: "buffers and inverters"
final.setup.tns_ps: 0
netlist_instances: 154
grt_pass1_vias: 1133
detail_route.vias_per_cell: 5.12
grt_max_degree: 30
cts_buffers: 5
antenna_left: 0
hold_path.class: "reg2reg"
dr.first_iter.drc_count: 70
use_met1: 0.226
r2r_end: "PIN[3]$_DFFE_PN0P_"
peakVddDrop_uv: 99.5
leakage_nw: 0.702
routed_wl_mm: 3.26
htreeDepth: 2
crit_start: "PIN[3]$_DFFE_PN0P_"
post-route-period-util: 0.396
insertedDiodeCount: 0
max_freq_mhz: 451
slew_viol_final: 0
crit-reg2reg-launch: "COUNT[0]$_DFF_PN0_"
worstSetupEndpoint: "PIN[3]"
globalplace.congestion: 0.832
track_usage: 0.138
rows: 25
die_area_mm2: 0.00536
hpwl_mm: 2.27
core-area_mm2: 0.00482
powerDensity_mw_per_mm2: 232
ys_area_mm2: 0.00152
ctsHoldBuffers: 0
crit_fanout: 2
cts_buffer_depth: 2
synth-edff-count: 0
grt_overflow: 0
ff2ff_path_depth: 6
synth_seq_share: 0.477
gr-usage-met3: 0.0252
dieHeight_um: 73.2
fp_util: 0.316
wl_per_cell_um: 14.1
arrival_ps: 1100
fin_util: 0.364
vias: 1183
insertion_delay_ps: 280
rsz0062_at_grt: "no"
top_area_cell: "dfrtp_1"
cp.depth: 1
ys.flops: 29
synth_cell_types: 36
antenna_found_initial: 0
synth_warnings: 1
first_pass_iters: 4
ys_cells: 154
ioPinCount: 6
dp_cells: 223
cts_setup_buffers: 0
synth_top_flop_cell: "dfrtp_1"
r2r_slack_ps: 3400
critPathLaunchType: "register"
final_layout_size_suffix_gt1_frac: 0.134
final_common_cell: "dfrtp_1"
drcViolationCount: 0
whs_ps: 513
synth_top_area_share: 0.477
syn_avg_cell_area_um2: 9.89
area_growth_pct: 15.2
worstMarginPinSlew_ps: 547
cts-root-buf: "clkbuf_8"
min_period_ps: 2220
required_ps: 4480
critPathSlowestCell: "clkdlybuf4s50_1"
hold_viol: 0
crit_buf_inv: 1
ys_async_sr_fraction: 1.00
slew_headroom: 0.632
die_x_um: 73.2
cts_resized: 0
max_cap_violations: 0
outcome: "completed"
cpPeakStageDelay_ps: 460
setup_viol: 0
stdcell_count: 231
io_buffers: 5
cts_tree: "done"
topCellsByArea: "dfrtp_1 48%, xnor2_1 5.8%, nand3_1 4.9%"
crit_chain: "clkdlybuf4s50_1"
[state kept, by name, summed over array words and instances, names as in the netlist]
name,flops
PIN,4
COUNT,25
[per-layer routing]
layer / vias up / routed length, µm
li1: 586 / -
met1: 569 / 1700
met2: 21 / 1360
met3: 7 / 155
met4: 0 / 40
met5: - / 0
[final cells by class]
| type | instances | area (µm²) |
|---|---|---|
| Sequential cell | 29 | 726 |
| Multi-Input combinational cell | 118 | 771 |
| Fill cell | 497 | 3060 |
| Clock inverter | 1 | 5.00 |
| Clock buffer | 7 | 96.3 |
| Inverter | 2 | 7.51 |
| Timing Repair Buffer | 7 | 65.1 |
| Tap cell | 67 | 83.8 |
[worst min-delay path by stage]
stage | cells after the start | to | slack [ps] | from
CTS | 1 | PIN[1]$_DFFE_PN0P_ | 510 | PIN[1]$_DFFE_PN0P_
finish | 1 | COUNT[0]$_DFF_PN0_ | 510 | COUNT[0]$_DFF_PN0_
global route | 1 | PIN[0]$_DFFE_PN0P_ | 550 | PIN[0]$_DFFE_PN0P_
[per-stage QoR]
| step | area, µm² | setup WS [ps] | power, mW |
|---|---|---|---|
| after floorplan | 1520 | 3560 | 0.213 |
| after CTS | 1750 | 3360 | 0.410 |
| after global placement | 1650 | 3410 | 0.219 |
| after global routing | 1750 | 3220 | 0.421 |
| after detailed placement | 1650 | 3390 | 0.219 |
| final | 1750 | 3380 | 0.408 |
[cell families after synthesis]
group                    Yosys count  synth area share
AND/OR/NAND/NOR                   81             0.313
flip-flops                        29             0.477
AND-OR/OR-AND                     17            0.0731
XOR/XNOR                          16            0.0920
buffers and inverters              7            0.0173
multiplexers                       3            0.0197
adder cells (fa/ha/maj)            1           0.00822
[power breakdown]
part | total (mW) | internal [mW] | switching (mW) | leakage, nW
registers | 0.209 | 0.209 | 0 | 0.396
clock network | 0.193 | 0.111 | 0.0822 | 0.0542
logic | 0.00501 | 0.00107 | 0.00394 | 0.252
[synth_stat cells, drive strengths merged, types with 2 or more instances]
| cell type | number |
|---|---|
| nand2 | 8 |
| a21oi | 4 |
| nand3 | 15 |
| or3 | 3 |
| xnor2 | 10 |
| clkbuf | 5 |
| nor2 | 16 |
| o21ai | 6 |
| and4 | 6 |
| or4b | 2 |
| nor4 | 3 |
| a31o | 2 |
| xor2 | 6 |
| mux2i | 3 |
| nor3 | 4 |
| nand4 | 9 |
| and2 | 5 |
| inv | 2 |
| o31ai | 2 |
| dfrtp | 29 |
| or4 | 3 |
No activity file was given, so power comes from the tool's default toggle rates.
